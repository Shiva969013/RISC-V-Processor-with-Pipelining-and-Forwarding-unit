**./design.v**
```verilog
module ForwardingUnit (
    input [4:0] EX_rs1,
    input [4:0] EX_rs2,
    input [4:0] MEM_rd,
    input       MEM_reg_write,
    input [4:0] WB_rd,
    input       WB_reg_write,
    output reg [1:0] forwardA,
    output reg [1:0] forwardB
);
    always @(*) begin
        forwardA = 2'b00;
        forwardB = 2'b00;
        if (MEM_reg_write && (MEM_rd != 0) && (MEM_rd == EX_rs1))
            forwardA = 2'b10;
        if (MEM_reg_write && (MEM_rd != 0) && (MEM_rd == EX_rs2))
            forwardB = 2'b10;
        if (WB_reg_write && (WB_rd != 0) && (WB_rd == EX_rs1) && !(MEM_reg_write && (MEM_rd == EX_rs1)))
            forwardA = 2'b01;
        if (WB_reg_write && (WB_rd != 0) && (WB_rd == EX_rs2) && !(MEM_reg_write && (MEM_rd == EX_rs2)))
            forwardB = 2'b01;
    end
endmodule
```
**./run.sh**
```bash
#!/bin/bash
# OpenROAD 26Q1-2900-gdf79404cd8, Yosys 0.63+post, stock flow scripts
make -C /OpenROAD-flow-scripts/flow DESIGN_CONFIG=/design/flow/config.mk WORK_HOME=/design/flow/orfs finish
```
**./config.mk**
```make
export PLATFORM = sky130hd
export DESIGN_NAME = ForwardingUnit
export DESIGN_NICKNAME = ForwardingUnit
export VERILOG_FILES = /design/flow/design.v
export SDC_FILE = /design/flow/constraint.sdc
export NUM_CORES = 4
export LEC_CHECK = 1
export CORE_AREA = 10 10 70 70
export DIE_AREA = 0 0 80 80
```
**./constraint.sdc**
```tcl
current_design ForwardingUnit

set clk_period 2.7
set clk_io_pct 0.2

create_clock -name clk0 -period $clk_period

set non_clock_inputs [all_inputs -no_clocks]
set_input_delay [expr $clk_period * $clk_io_pct] -clock clk0 $non_clock_inputs
set_output_delay [expr $clk_period * $clk_io_pct] -clock clk0 [all_outputs]
```
==> results.py <==
# Synthesis and PnR figures
metrics = {
    "outcome": {
        "outcome": "complete, no violations",
    },
    "critical_path": {
        "worstPathCellList": "clkdlybuf4s50_1 -> xor2_1 -> nor3_2 -> buf_4 -> nor3_1 -> clkdlybuf4s50_1",
        "cpMostUsedCell": "clkdlybuf4s50_1",
        "path_max_fanout": 2,
        "critPathLaunchType": "primary input",
        "arrival_ns": 2.13,
        "required_ns": 2.16,
        "critPathBufInv": 3,
        "crit_family": "buffers and inverters",
        "critPathMaxStageDelay_ns": 0.51,
        "worst_setup_path_end_kind": "output pin",
        "path_class": "primary input to output pin",
        "cpMaxStageDelayCell": "clkdlybuf4s50_1",
    },
    "route": {
        "dr.pass1.iters": 4,
        "ant_nets": 0,
        "vias_per_cell": 3.34,
        "num_vias": 381,
        "drt_iter0_markers": 20,
        "wl_per_cell_um": 11.2,
        "diodes": 0,
        "drc": 0,
        "wirelength_mm": 1.28,
    },
    "global_route": {
        "grt_overflow_total": 0,
        "grt_pass1_wl_mm": 1.81,
        "antenna_found_initial": 0,
        "grt_max_degree": 4,
        "grt_usage": 0.0351,
        "first_global_vias": 370,
    },
    "floorplanning": {
        "die_height_um": 80,
        "pin_count": 26,
        "rows": 21,
        "core_um2": 3420,
        "die_w_um": 80,
        "fp_util": 0.0810,
        "die_area_um2": 6400,
    },
    "final_layout": {
        "drive_above_1_share": 0.162,
        "nFillCells": 372,
        "utilization": 0.193,
        "stdcell_area_um2": 658,
        "clock_buffers": 0,
        "seq_area_um2": 0,
        "flops": 0,
        "lay_top_count": "clkdlybuf4s50_1",
        "area_growth_pct": 138,
        "lay_top_cells": "clkdlybuf4s50_1 (16), xnor2_1 (12), xor2_1 (8)",
        "finalNonFillerCells": 114,
    },
    "hold_path": {
        "hp-class": "primary input to output pin",
    },
    "job": {
        "maxCapViolCount": 0,
        "warnings": 32,
    },
    "place": {
        "dpl_cell_area_um2": 624,
        "dp_cells": 114,
        "io_buffers": 26,
        "gp_congestion": 0.827,
        "detailed_place_hpwl_mm": 1.11,
        "preCtsSetupSlack_ns": -0.0371,
    },
    "power": {
        "power_uw": 83.6,
        "p_per_area_nw_per_um2": 127,
        "p_leak_nw": 0.268,
        "ir_worst_vdd_mv": 0.0211,
    },
    "yosys": {
        "yosys_warnings": 1,
        "ys_seq_frac": 0,
        "ys_area_um2": 277,
        "syn_inst": 38,
        "postSynthAreaPerCell_um2": 7.28,
        "ys_types": 12,
        "ys_cells": 38,
        "netlist_area_um2": 277,
    },
    "timing": {
        "hold_viol": 0,
        "max_slew.worst_pin.slew_ns": 0.220,
        "max_freq_mhz": 374,
        "period_minus_slack_ns": 2.67,
        "finalSetupViolCount": 0,
        "slew_violations": 0,
        "setup_ws_ns": 0.0286,
        "slew_headroom": 0.852,
        "period_used_share": 0.989,
    },
}
-- repair_timing --
action / CTS / global route
endpoints found under the setup margin: 4 / 4
gates resized: 5 / 10
hold buffers: 0 / 0
setup buffers: 0 / 0
pin swaps: 0 / 4
-- Yosys cell counts, drive strengths merged --
cell type  instances  area share
nand3              2       0.036
o21ai              1       0.032
xor2               8        0.25
nor2b              1       0.023
nor4               1       0.023
nand2              3       0.041
or4                2       0.068
nand4              1       0.023
nor3               6        0.11
nor2               1       0.014
xnor2             12        0.38
-- layer usage --
metal / track usage / up-vias / share of wire
met2: 0.0594 / 21 / 0.47
li1: - / 192 / -
met4: 0 / 0 / 0
met5: 0 / - / 0
met3: 0.00795 / 0 / 0.13
met1: 0.0468 / 168 / 0.40
-- through the flow --
step                      hold slack, ns  TNS, ns
after floorplan                     1.15        0
after global placement              2.02  -0.0660
after detailed placement            2.01   -0.120
after CTS                           1.98        0
after global routing                1.86  -0.0783
final                               1.82        0
-- final timing paths --
path,from,to,slack (ns),depth (start not counted)
setup / recovery,EX_rs2[0],forwardB[0],0.03,6
hold / removal,EX_rs2[1],forwardB[0],1.82,5
-- logic make-up after synthesis --
family / count (synthesis) / synth area share
AOI/OAI and AO/OA: 1 / 0.0317
xor gates and xnor gates: 20 / 0.633
and+or+nand+nor: 17 / 0.335
-- power breakdown --
part           internal (mW)  switching [mW]
clock network              0               0
registers                  0               0
logic                 0.0501          0.0336
total                 0.0501          0.0336
-- tightest hold or removal path: cells and delay by family --
kind	cells	cell delay, ns
buffers and inverters	2	0.54
AND/OR/NAND/NOR	2	0.13
XOR/XNOR	1	0.08
-- final cells by class --
| type | count | area (um^2) | area share |
|---|---|---|---|
| multi-input combinational | 38 | 300 | 0.456 |
| timing repair buffer | 30 | 300 | 0.456 |
| tap | 46 | 57.6 | 0.0875 |
No activity file was given, so power comes from the tool's default toggle rates.
